===== design/flow/design.v =====
`timescale 1ns / 1ps
module CSRRegs(
    input clk, rst,
    input[11:0] raddr, waddr,
    input[31:0] wdata,
    input csr_w,
    input[1:0] csr_wsc_mode,
    output[31:0] rdata,
    output[31:0] mstatus
);
    reg[31:0] CSR [0:15];
    wire raddr_valid = raddr[11:7] == 5'h6 && raddr[5:3] == 3'h0;
    wire[3:0] raddr_map = (raddr[6] << 3) + raddr[2:0];
    wire waddr_valid = waddr[11:7] == 5'h6 && waddr[5:3] == 3'h0;
    wire[3:0] waddr_map = (waddr[6] << 3) + waddr[2:0];
    assign mstatus = CSR[0];
    assign rdata = CSR[raddr_map];
    always@(posedge clk or posedge rst) begin
        if(rst) begin
			CSR[0] <= 32'h88;
			CSR[1] <= 0;
			CSR[2] <= 0;
			CSR[3] <= 0;
			CSR[4] <= 32'hfff;
			CSR[5] <= 0;
			CSR[6] <= 0;
			CSR[7] <= 0;
			CSR[8] <= 0;
			CSR[9] <= 0;
			CSR[10] <= 0;
			CSR[11] <= 0;
			CSR[12] <= 0;
			CSR[13] <= 0;
			CSR[14] <= 0;
			CSR[15] <= 0;
		end
        else if(csr_w) begin
            case(csr_wsc_mode)
                2'b01: CSR[waddr_map] = wdata;
                2'b10: CSR[waddr_map] = CSR[waddr_map] | wdata;
                2'b11: CSR[waddr_map] = CSR[waddr_map] & ~wdata;
                default: CSR[waddr_map] = wdata;
            endcase            
        end
    end
endmodule
`timescale 1ns / 1ps
module ExceptionUnit(
    input clk, rst,
    input csr_rw_in,
    input[1:0] csr_wsc_mode_in,
    input csr_w_imm_mux,
    input[11:0] csr_rw_addr_in,
    input[31:0] csr_w_data_reg,
    input[4:0] csr_w_data_imm,
    output[31:0] csr_r_data_out,
    input interrupt,
    input illegal_inst,
    input l_access_fault,
    input s_access_fault,
    input ecall_m,
    input mret,
    input[31:0] epc_cur,
    input[31:0] epc_next,
    output[31:0] PC_redirect,
    output redirect_mux,
    output reg_FD_flush, reg_DE_flush, reg_EM_flush, reg_MW_flush, 
    output RegWrite_cancel
);
    reg[11:0] csr_raddr, csr_waddr;
    reg[31:0] csr_wdata;
    reg csr_w;
    reg[1:0] csr_wsc;
    initial begin
        csr_w = 1'b0;
        csr_raddr = 12'b0;
    end
    wire[31:0] mstatus;      
    CSRRegs csr(.clk(clk),.rst(rst),.csr_w(csr_w),.raddr(csr_raddr),.waddr(csr_waddr),
        .wdata(csr_wdata),.rdata(csr_r_data_out),.mstatus(mstatus),.csr_wsc_mode(csr_wsc));
    reg[1:0] next_state;     
    localparam STATE_IDLE   = 2'b00;
    localparam STATE_MEPC   = 2'b01;
    localparam STATE_MCAUSE = 2'b10;
    initial next_state = STATE_IDLE;
    localparam mstatus_addr = 12'h300;  
    localparam mtvec_addr   = 12'h305;  
    localparam mepc_addr    = 12'h341;  
    localparam mcause_addr  = 12'h342;  
    localparam mtval_addr   = 12'h343;  
    localparam mip_addr     = 12'h344;  
    wire mie;
    assign mie = mstatus[3];
    wire interrupt_true = interrupt & mie;
    wire [3:0] exception_set = {ecall_m, s_access_fault, l_access_fault, illegal_inst} & {4{mie}};
    wire abnormal_true = mret | interrupt_true | (|exception_set);
    reg flush_MW, flush_def;
    assign reg_FD_flush = flush_def;
    assign reg_DE_flush = flush_def;
    assign reg_EM_flush = flush_def;
    assign reg_MW_flush = flush_MW;
    reg[1:0] curr_mode;
    reg[31:0] epc;
    reg[31:0] cause;
    initial curr_mode <= 2'b00;
    localparam next_PC = 1'b0;
    localparam redirect = 1'b1;
    reg ret_mux;
    reg reg_w_cancel;
    initial begin
        ret_mux = next_PC;
        reg_w_cancel = 1'b0;
    end
    assign redirect_mux = ret_mux;
    assign PC_redirect = csr_r_data_out;
    assign RegWrite_cancel = reg_w_cancel;
    always@(negedge clk) begin
        case(next_state)
            STATE_IDLE: begin
                if (interrupt_true | (|exception_set)) begin
                    csr_w = 1'b1;
                    csr_waddr = mstatus_addr;
                    csr_wdata = mstatus;
                    csr_wdata[7] = csr_wdata[3];
                    csr_wdata[3] = 1'b0;
                    csr_wdata[12:11] = curr_mode;
                    curr_mode = 2'b11;
                    csr_wsc = 2'b00;
                    flush_MW = 1'b1;
                    flush_def = 1'b1;
                    if (|exception_set) begin
                        reg_w_cancel = 1'b1;
                        epc = epc_cur;
                        case(exception_set)
                            4'b0001:begin
                                cause = 32'd2;
                            end
                            4'b0010:begin
                                cause = 32'd5;
                            end
                            4'b0100:begin
                                cause = 32'd7;
                            end
                            4'b1000:begin
                                cause = 32'd11;
                            end
                        endcase
                    end
                    else begin
                        reg_w_cancel = 1'b0;
                        epc = epc_next;
                        cause = {1'b1, 31'd11};
                    end
                    next_state = STATE_MEPC;
                end
                else if (mret) begin
                    csr_w = 1'b1;
                    csr_waddr = mstatus_addr;
                    csr_wdata = mstatus;
                    csr_wdata[3] = csr_wdata[7];
                    csr_wdata[7] = 1'b1;
                    curr_mode = csr_wdata[12:11];
                    csr_wdata[12:11] = 2'b11;
                    csr_wsc = 2'b00;
                    csr_raddr = mepc_addr;
                    ret_mux = redirect;
                    flush_def = 1'b1;
                    flush_MW = 1'b0;
                    next_state = STATE_IDLE;
                    reg_w_cancel = 1'b0;
                end
                else if(csr_rw_in) begin
                    csr_w     = 1 ;
                    csr_raddr = csr_rw_addr_in;
                    csr_waddr = csr_rw_addr_in;
                    csr_wdata = csr_w_imm_mux == 1 ? 
                                 {27'b0, csr_w_data_imm} : csr_w_data_reg;
                    csr_wsc   = csr_wsc_mode_in;
                    next_state = STATE_IDLE;
                    reg_w_cancel = 1'b0;
                    flush_def = 1'b0;
                    flush_MW = 1'b0;
                    ret_mux = next_PC;
                end
                else begin
                    csr_w = 0;
                    next_state = STATE_IDLE;
                    reg_w_cancel = 1'b0;
                    flush_def = 1'b0;
                    flush_MW = 1'b0;
                    ret_mux = next_PC;
                end
            end
            STATE_MEPC: begin
                csr_w = 1'b1;
                csr_waddr = mepc_addr;
                csr_wdata = epc;
                csr_wsc = 2'b00;
                csr_raddr = mtvec_addr;
                ret_mux = redirect;
                next_state <= STATE_MCAUSE;
                reg_w_cancel = 1'b0;
                flush_def = 1'b0;
                flush_MW = 1'b0;
            end
            STATE_MCAUSE: begin
                csr_w       = 1'b1;
                csr_waddr   = mcause_addr;
                csr_wdata   = cause;
                csr_wsc     = 2'b00;
                next_state  = STATE_IDLE;
                reg_w_cancel = 1'b0;
                flush_def    = 1'b0;
                flush_MW     = 1'b0;
                ret_mux = next_PC;
            end
        endcase
    end
endmodule

===== design/flow/run.sh =====
#!/bin/bash
# OpenROAD 26Q1-2900-gdf79404cd8, Yosys 0.63+post, stock flow scripts
make -C /OpenROAD-flow-scripts/flow DESIGN_CONFIG=/design/flow/config.mk WORK_HOME=/design/flow/orfs finish

===== design/flow/config.mk =====
export PLATFORM = sky130hd
export DESIGN_NAME = ExceptionUnit
export DESIGN_NICKNAME = ExceptionUnit
export VERILOG_FILES = /design/flow/design.v
export SDC_FILE = /design/flow/constraint.sdc
export NUM_CORES = 4
export LEC_CHECK = 1
export CORE_UTILIZATION = 40

===== design/flow/constraint.sdc =====
current_design ExceptionUnit

set clk_period 8.0
set clk_io_pct 0.2

create_clock -name clk0 -period $clk_period [get_ports {clk}]

set non_clock_inputs [all_inputs -no_clocks]
set_input_delay [expr $clk_period * $clk_io_pct] -clock clk0 $non_clock_inputs
set_output_delay [expr $clk_period * $clk_io_pct] -clock clk0 [all_outputs]

==> summary.txt <==
impl run done, here's what came out: outcome=finished with violations, violations in the final reports=negative setup slack, Cell Rows=105, Metal-1 WL=54.91 mm, Synthesis Warnings=3, leakage power figure=0.01924 µW, initial antenna violation count=5, most frequently placed logic cells in the final layout=498 x dfrtp_1, 455 x mux2_2, 298 x buf_4, buffer and inverter count on the worst path=6, Critical Path RT=6.40 ns, count of TritonRoute iterations in the first routing pass=6, predominant post-synthesis flop cell=dfrtp_1, sequential cell area fraction in the yosys report=46.43%, last weighted congestion value of the routability-driven placer=1.074, effective utilization at floorplan=40.52%, Post-Place Worst Slack=-0.4642 ns, Final Max Slew Viols=0, total tool warning count=134, worst slew slack as a fraction of its limit=33.03%, kind of start point of the critical path=flip-flop, xor/xnor cell area share of the yosys netlist=0.02628%, worst min-delay path category=flip-flop to flip-flop, vias in the first global route=29.33k, clock network latency to the later pin of the worst-skew pair=0.67 ns, width of the die=290.6 µm, CP arrival=7.01 ns, pwr/cell area=449.6 nW/µm², max layer used=met5, endpoints failing setup=64, count of library flops with an enable pin=88, proportion of layout cells with a drive suffix above 1=38.38%, number of top-level pins=195, H-tree level count=3, all-layer global routing usage=35.59%, worst-path cell chain=buf_6 > buf_12 > buf_12 > nand2b_1 > nor2_1 > buf_4 > a21oi_2 > a41oi_2 > buf_4 > clkdlybuf4s50_1, most frequently placed logic cell in the final layout=dfrtp_1, Adder-Cell Fraction of Synth Area=0.2478%, post-synthesis instance area=33,330 µm², post-route clock skew=0.05397 ns, maximum vdd drop=0.2244 mV, Final Hold Violation Tally=0, area taken by flip-flops and latches=15,470 µm², total via count after detailed routing=29.88k, ys cells=3,008, main logic family after synthesis=multiplexers, IO Port Bufs=186, and+or+nand+nor area frac=9.615%, Final Worst Setup Slack=-0.6135 ns, clock edge transition at the registers on the reported setup and hold paths=0.06 ns, final non-filler cell area=43,640 µm², core area=82,240 µm², Async S/R FF share, synth=85.33%, total met3 wirelength after detailed routing=19.47 mm, Clock Tree Buf Depth=3, biggest cell delay along the critical path=0.46 ns, pin count of the biggest net entering global routing=133, area growth from synthesis to layout=30.94%, Post-Syn Instances=3,008, clock tree from TritonCTS=yes, WL final=148.0 mm, clock sink count=600, vertical die dimension=290.6 µm, setup repair after global routing missed its margin=true, critical path's top delay family=buffers and inverters, dpl cells=4,274, number of remaining DRC errors=0, Via density=6.437, fill cell count=6,749, placed cell areas=38,150 µm², post-layout instance count excluding filler cells=4,641, category of the most critical setup path=flip-flop to output pin, clock tree root driver cell=clkbuf_16, global-route wire length before repair=207.9 mm, yosys-reported design area after synthesis=33,330 µm², worst slew pin tran=1.005 ns, crit path max-delay cell type=clkdlybuf4s50_1, met2 wire length=61.92 mm, compound-cell area share of the yosys netlist=18.31%, total overflow reported by the global router=0, clock buffer count from CTS=72, count of maximum capacitance violations=0, top fanout value on the critical path=8, remaining number of nets flagged by the antenna check after routing=0, logic area=17,340 µm², violation tally from detailed-route iteration zero=3,027, crit end category=output pin, routed wirelength normalized by instance count=31.88 µm, half-perimeter wire length after detailed placement=98.02 mm, distinct cell type count of the synthesized netlist=88, Registers, synthesis=600, die area=84,470 µm², Multiplexer share=20.48%, post-synthesis area per instance=11.08 µm²
[tightest hold or removal path: stages, from the launching register on]
cell and delay [ns]:
dfstp_2 0.37, nand2_1 0.04, o21ai_0 0.07
[layer usage]
layer	global-route usage [%]	up-vias
li1	-	12400
met2	49.74	2015
met4	20.18	10
met3	14.85	547
met1	47.61	14910
met5	0.2269	-
[area by class of cell]
| type | count | area share (%) |
|---|---|---|
| multi-input combinational | 2076 | 39.73 |
| sequential | 600 | 35.46 |
| timing repair buffer | 652 | 15.13 |
| clock buffer | 101 | 4.662 |
| tap | 1070 | 3.068 |
| clock inverter | 120 | 1.720 |
| inverter | 21 | 0.2265 |
| antenna | 1 | 0.005735 |
[state kept, by name, summed over array words and instances (netlist names), 2 cells and up]
name        count
csr_wsc         2
csr.CSR       512
csr_waddr       4
cause           5
csr_raddr       4
next_state      2
csr_wdata      32
epc            32
curr_mode       2
[stage by stage]
step	util, %	setup TNS, ns	hold slack, ns	power [µW]
final	53.06	-25.00	0.5016	19620
after global routing	53.06	-29.02	0.5172	20270
after CTS	50.40	-37.00	0.4996	18360
after detailed placement	46.39	-4.628	0.4906	14520
after global placement	46.39	-5.167	0.4785	14390
after floorplan	-	-269.37	0.4570	10130
[path summary, 6_finish.rpt]
kind	startpoint	endpoint	slack, ns	cells past startpoint
worst max register to register	csr_waddr[0]	csr.CSR[14][15]	0.74	6
worst min register to register	csr.CSR[4][1]	csr.CSR[4][1]	0.50	2
min in group asynchronous	rst	csr.CSR[10][28]	1.46	2
max in group asynchronous	rst	csr.CSR[0][24]	4.62	4
worst min-delay path	csr.CSR[4][1]	csr.CSR[4][1]	0.50	2
worst max-delay path	csr_raddr[2]	csr_r_data_out[1]	-0.61	10
[cells by family (layout without fill, tap and decap cells)]
logic type	Yosys count	after routing
other	0	1
adder cells (fa/ha/maj)	7	7
buffers and inverters	332	894
multiplexers	612	612
flip-flops	600	600
XOR/XNOR	1	1
AND-OR/OR-AND	819	819
AND/OR/NAND/NOR	637	637
[power breakdown]
group	switching (µW)	internal, µW
Combinational	5750	4610
Sequential	1260	4390
Clock	1500	2110
Total	8520	11100
[what timing repair did]
item	CTS	global route
endpoints found under the setup margin	64	64
hold buffers	0	0
cloned	1	11
pin swaps	14	126
gates resized	132	373
setup buffers	10	139
[cells in the mapped netlist, types with 11 or more instances]
cell       number  area, µm²
o32a_1         12      120.1
buf_4          58      435.4
a32oi_1        33      289.0
o221ai_1       19      166.4
and3_1         54      337.8
nand3b_1       25      187.7
o31ai_1        32      240.2
mux2i_1       142       1421
a2bb2oi_1      12      105.1
a32o_1         11      110.1
nand3_1        24      120.1
a41o_1         11      110.1
clkbuf_2       12      60.06
nand2b_1       19      118.9
mux2_2        460       5180
a21oi_1        63      315.3
a22oi_1        88      660.6
a22o_1         51      446.7
edfxtp_1       88       2643
a31oi_1        29      181.4
and2_1         11      68.82
dfrtp_1       498      12460
nor3_1         12      60.06
a31oi_2        12      150.1
a221oi_1       24      210.2
o22a_1         20      175.2
o21ai_0       200       1001
o31a_1         28      245.2
clkbuf_1      148      555.5
o22ai_1        38      237.7
nand2_1       255      957.2
inv_1          20      75.07
a211oi_1       18      135.1
buf_2          70      350.3
dfstp_2        14      367.9
and3b_1        48      420.4
nor2_1        120      450.4
nor2b_1        27      168.9
a221o_1        28      280.3
buf_1          14      52.55
a21bo_2        14      140.1
Power and IR drop assume default switching activity.
