### flow/design.v
module cache (
	input wire clk,   
	input wire rst,   
	input wire [ADDR_BITS-1:0] addr,   
    input wire load,     
	input wire store,   
	input wire edit,   
	input wire invalid,   
    input wire [2:0] u_b_h_w,  
	input wire [31:0] din,   
	output reg hit = 0,   
	output reg [31:0] dout = 0,   
	output reg valid = 0,   
	output reg dirty = 0,   
	output reg [TAG_BITS-1:0] tag = 0   
	);
    localparam 
    ADDR_BITS = 32,
    WORD_BYTES = 4,
    WORD_BYTES_WIDTH = 2,    
    WORD_BITS = (WORD_BYTES * 8),
    ELEMENT_WORDS = 4,
    ELEMENT_WORDS_WIDTH = 2,    
    BLOCK_WIDTH = (ELEMENT_WORDS_WIDTH + WORD_BYTES_WIDTH),    
    ELEMENT_NUM = 64,
    WAYS = 2,
    ELEMENT_INDEX_WIDTH = 6,    
    SET_INDEX_WIDTH = 5,    
    TAG_BITS = (ADDR_BITS - SET_INDEX_WIDTH - BLOCK_WIDTH);   
    wire [31:0] word1, word2;
    wire [15:0] half_word1, half_word2;
    wire [7:0]  byte1, byte2;
    wire recent1, recent2, valid1, valid2, dirty1, dirty2;
    wire [TAG_BITS-1:0] tag1, tag2;
    wire hit1, hit2;
    reg [ELEMENT_NUM-1:0] inner_recent = 0;
    reg [ELEMENT_NUM-1:0] inner_valid = 0;
    reg [ELEMENT_NUM-1:0] inner_dirty = 0;
    reg [TAG_BITS-1:0] inner_tag [0:ELEMENT_NUM-1];
    reg [31:0] inner_data [0:ELEMENT_NUM*ELEMENT_WORDS-1];
    integer i;
    initial begin
        for (i = 0; i < ELEMENT_NUM; i = i + 1)
            inner_tag[i] = 23'b0;
        for (i = 0; i < ELEMENT_NUM*ELEMENT_WORDS; i = i + 1)
            inner_data[i] = 32'b0;
    end
    wire [TAG_BITS-1:0] addr_tag;
    wire [SET_INDEX_WIDTH-1:0] addr_index;      
    wire [ELEMENT_INDEX_WIDTH-1:0] addr_element1; 
    wire [ELEMENT_INDEX_WIDTH-1:0] addr_element2;      
    wire [ELEMENT_INDEX_WIDTH+ELEMENT_WORDS_WIDTH-1:0] addr_word1;
    wire [ELEMENT_INDEX_WIDTH+ELEMENT_WORDS_WIDTH-1:0] addr_word2;  
    assign addr_tag = addr[ADDR_BITS-1:ADDR_BITS-TAG_BITS];
    assign addr_index = addr[SET_INDEX_WIDTH+ELEMENT_WORDS_WIDTH+WORD_BYTES_WIDTH-1:
                             ELEMENT_WORDS_WIDTH+WORD_BYTES_WIDTH];
    assign addr_element1 = {addr_index, 1'b0};
    assign addr_element2 = {addr_index, 1'b1};
    assign addr_word1 = {addr_element1, addr[ELEMENT_WORDS_WIDTH+WORD_BYTES_WIDTH-1:WORD_BYTES_WIDTH]};
    assign addr_word2 = {addr_element2, addr[ELEMENT_WORDS_WIDTH+WORD_BYTES_WIDTH-1:WORD_BYTES_WIDTH]};
    assign word1 = inner_data[addr_word1];
    assign word2 = inner_data[addr_word2];
    assign half_word1 = addr[1] ? word1[31:16] : word1[15:0];
    assign half_word2 = addr[1] ? word2[31:16] : word2[15:0];
    assign byte1 = addr[1] ?
                    addr[0] ? word1[31:24] : word1[23:16] :
                    addr[0] ? word1[15:8] :  word1[7:0]   ;
    assign byte2 = addr[1] ?
                    addr[0] ? word2[31:24] : word2[23:16] :
                    addr[0] ? word2[15:8] :  word2[7:0]   ;
    assign recent1 = inner_recent[addr_element1];
    assign recent2 = inner_recent[addr_element2];
    assign valid1 = inner_valid[addr_element1];
    assign valid2 = inner_valid[addr_element2];
    assign dirty1 = inner_dirty[addr_element1];
    assign dirty2 = inner_dirty[addr_element2];
    assign tag1 = inner_tag[addr_element1];
    assign tag2 = inner_tag[addr_element2];
    assign hit1 = valid1 & (tag1 == addr_tag);
    assign hit2 = valid2 & (tag2 == addr_tag);
    always @ (posedge clk) begin
        valid <= recent1 ? valid2 : valid1;
        dirty <= recent1 ? dirty2 : dirty1;
        tag <= recent1 ? tag2 : tag1;
        hit <= hit1 | hit2;
        if (load) begin
            if (hit1) begin
                dout <=
                    u_b_h_w[1] ? word1 :
                    u_b_h_w[0] ? {u_b_h_w[2] ? 16'b0 : {16{half_word1[15]}}, half_word1} :
                    {u_b_h_w[2] ? 24'b0 : {24{byte1[7]}}, byte1};
                inner_recent[addr_element1] <= 1'b1;
                inner_recent[addr_element2] <= 1'b0;
            end
            else if (hit2) begin
                dout <=
                    u_b_h_w[1] ? word2 :
                    u_b_h_w[0] ? {u_b_h_w[2] ? 16'b0 : {16{half_word2[15]}}, half_word2} :
                    {u_b_h_w[2] ? 24'b0 : {24{byte2[7]}}, byte2};
                inner_recent[addr_element1] <= 1'b0;
                inner_recent[addr_element2] <= 1'b1;
            end
        end
        else dout <= inner_data[ recent1 ? addr_word2 : addr_word1 ];
        if (edit) begin
            if (hit1) begin
                inner_data[addr_word1] <= 
                    u_b_h_w[1] ?         
                        din
                    :
                        u_b_h_w[0] ?     
                            addr[1] ?        
                                {din[15:0], word1[15:0]} 
                            :
                                {word1[31:16], din[15:0]} 
                        :    
                            addr[1] ?
                                addr[0] ?
                                    {din[7:0], word1[23:0]}    
                                :
                                    {word1[31:24], din[7:0], word1[15:0]}  
                            :
                                addr[0] ?
                                    {word1[31:16], din[7:0], word1[7:0]}    
                                :
                                    {word1[31:8], din[7:0]}  
                ;
                inner_dirty[addr_element1] <= 1'b1;
                inner_recent[addr_element1] <= 1'b1;
                inner_recent[addr_element2] <= 1'b0;
            end
            else if (hit2) begin
                inner_data[addr_word2] <= 
                    u_b_h_w[1] ?         
                        din
                    :
                        u_b_h_w[0] ?     
                            addr[1] ?        
                                {din[15:0], word2[15:0]} 
                            :
                                {word2[31:16], din[15:0]} 
                        :    
                            addr[1] ?
                                addr[0] ?
                                    {din[7:0], word2[23:0]}    
                                :
                                    {word2[31:24], din[7:0], word2[15:0]}  
                            :
                                addr[0] ?
                                    {word2[31:16], din[7:0], word2[7:0]}    
                                :
                                    {word2[31:8], din[7:0]}  
                ;
                inner_dirty[addr_element2] <= 1'b1;
                inner_recent[addr_element1] <= 1'b0;
                inner_recent[addr_element2] <= 1'b1;
            end
        end
        if (store) begin
            if (recent1) begin   
                inner_data[addr_word2] <= din;
                inner_valid[addr_element2] <= 1'b1;
                inner_dirty[addr_element2] <= 1'b0;
                inner_tag[addr_element2] <= addr_tag;
            end else begin
                inner_data[addr_word1] <= din;
                inner_valid[addr_element1] <= 1'b1;
                inner_dirty[addr_element1] <= 1'b0;
                inner_tag[addr_element1] <= addr_tag;
            end
        end
        if (invalid) begin
            inner_recent[addr_element1] <= 1'b0;
            inner_recent[addr_element2] <= 1'b0;
            inner_valid[addr_element1] <= 1'b0;
            inner_valid[addr_element2] <= 1'b0;
            inner_dirty[addr_element1] <= 1'b0;
            inner_dirty[addr_element2] <= 1'b0;
        end
    end
endmodule
module cmu (
		input clk,
		input rst,
		input [31:0] addr_rw,
		input en_r,
		input en_w,
        input [2:0] u_b_h_w,
		input [31:0] data_w,
		output [31:0] data_r,
		output stall,
		output reg mem_cs_o = 0,
		output reg mem_we_o = 0,
		output reg [31:0] mem_addr_o = 0,
		input [31:0] mem_data_i,
		output [31:0] mem_data_o,
		input mem_ack_i,
        output [2:0] cmu_state
	);
    localparam 
    ADDR_BITS = 32,
    WORD_BYTES = 4,
    WORD_BYTES_WIDTH = 2,    
    WORD_BITS = (WORD_BYTES * 8),
    ELEMENT_WORDS = 4,
    ELEMENT_WORDS_WIDTH = 2,    
    BLOCK_WIDTH = (ELEMENT_WORDS_WIDTH + WORD_BYTES_WIDTH),    
    ELEMENT_NUM = 64,
    WAYS = 2,
    ELEMENT_INDEX_WIDTH = 6,    
    SET_INDEX_WIDTH = 5,    
    TAG_BITS = (ADDR_BITS - SET_INDEX_WIDTH - BLOCK_WIDTH);   
    reg [ADDR_BITS-1:0] cache_addr = 0;
    reg cache_load = 0;
    reg cache_store = 0;
    reg cache_edit = 0;
    reg [2:0] cache_u_b_h_w = 0;
    reg [WORD_BITS-1:0] cache_din = 0;
    wire cache_hit;
    wire [WORD_BITS-1:0] cache_dout;
    wire cache_valid;
    wire cache_dirty;
    wire [TAG_BITS-1:0] cache_tag;
    cache CACHE (
        .clk(~clk),
        .rst(rst),
        .addr(cache_addr),
        .load(cache_load),
        .store(cache_store),
        .edit(cache_edit),
        .invalid(1'b0),
        .u_b_h_w(cache_u_b_h_w),
        .din(cache_din),
        .hit(cache_hit),
        .dout(cache_dout),
        .valid(cache_valid),
        .dirty(cache_dirty),
        .tag(cache_tag)
    );
    localparam
        S_IDLE = 0,
        S_PRE_BACK = 1,
        S_BACK = 2,
        S_FILL = 3,
        S_WAIT = 4;
    reg [2:0]state = 0;
    reg [2:0]next_state = 0;
    reg [ELEMENT_WORDS_WIDTH-1:0]word_count = 0;
    reg [ELEMENT_WORDS_WIDTH-1:0]next_word_count = 0;
    assign cmu_state = state;
    always @ (posedge clk) begin
        if (rst) begin
            state <= S_IDLE;
            word_count <= 2'b00;
        end
        else begin
            state <= next_state;
            word_count <= next_word_count;
        end
    end
    always @ (*) begin
        if (rst) begin
            next_state = S_IDLE;
            next_word_count = 2'b00;
        end
        else begin
            case (state)
                S_IDLE: begin
                    if (en_r || en_w) begin
                        if (cache_hit)
                            next_state = S_IDLE;
                        else if (cache_valid && cache_dirty)
                            next_state = S_PRE_BACK;
                        else
                            next_state = S_FILL;
                    end
                    next_word_count = 2'b00;
                end
                S_PRE_BACK: begin
                    next_state = S_BACK;
                    next_word_count = 2'b00;
                end
                S_BACK: begin
                    if (mem_ack_i && word_count == {ELEMENT_WORDS_WIDTH{1'b1}})     
                        next_state = S_FILL;
                    else
                        next_state = S_BACK;
                    if (mem_ack_i)
                        next_word_count = word_count + 2'b01;
                    else
                        next_word_count = word_count;
                end
                S_FILL: begin
                    if (mem_ack_i && word_count == {ELEMENT_WORDS_WIDTH{1'b1}})
                        next_state = S_WAIT;
                    else
                        next_state = S_FILL;
                    if (mem_ack_i)
                        next_word_count = word_count + 2'b01;
                    else
                        next_word_count = word_count;
                end
                S_WAIT: begin
                    next_state = S_IDLE;
                    next_word_count = 2'b00;
                end
            endcase
        end
    end
    always @ (*) begin
        case(state)
            S_IDLE, S_WAIT: begin
                cache_addr = addr_rw;
                cache_load = en_r;
                cache_edit = en_w;
                cache_store = 1'b0;
                cache_u_b_h_w = u_b_h_w;
                cache_din = data_w;
            end
            S_BACK, S_PRE_BACK: begin
                cache_addr = {addr_rw[ADDR_BITS-1:BLOCK_WIDTH], next_word_count, {ELEMENT_WORDS_WIDTH{1'b0}}};
                cache_load = 1'b0;  
                cache_edit = 1'b0;
                cache_store = 1'b0;
                cache_u_b_h_w = 3'b010;  
                cache_din = 32'b0;
            end
            S_FILL: begin
                cache_addr = {addr_rw[ADDR_BITS-1:BLOCK_WIDTH], word_count, {ELEMENT_WORDS_WIDTH{1'b0}}};
                cache_load = 1'b0;
                cache_edit = 1'b0;
                cache_store = mem_ack_i;
                cache_u_b_h_w = 3'b010;  
                cache_din = mem_data_i;
            end
        endcase
    end
    assign data_r = cache_dout;
    always @ (*) begin
        case (next_state)
            S_IDLE, S_PRE_BACK, S_WAIT: begin
                mem_cs_o = 1'b0;
                mem_we_o = 1'b0;
                mem_addr_o = 32'b0;
            end
            S_BACK: begin
                mem_cs_o = 1'b1;
                mem_we_o = 1'b1;
                mem_addr_o = {cache_tag, addr_rw[ADDR_BITS-TAG_BITS-1:BLOCK_WIDTH], next_word_count, {ELEMENT_WORDS_WIDTH{1'b0}}};
            end
            S_FILL: begin
                mem_cs_o = 1'b1;
                mem_we_o = 1'b0;
                mem_addr_o = {addr_rw[ADDR_BITS-1:BLOCK_WIDTH], next_word_count, {ELEMENT_WORDS_WIDTH{1'b0}}};
            end
        endcase
    end
    assign mem_data_o = cache_dout;
    assign stall = (next_state != S_IDLE);
endmodule
### flow/run.sh
#!/bin/bash
# OpenROAD 26Q1-2900-gdf79404cd8, Yosys 0.63+post, stock flow scripts
make -C /OpenROAD-flow-scripts/flow DESIGN_CONFIG=/design/flow/config.mk WORK_HOME=/design/flow/orfs finish
### flow/config.mk
export PLATFORM = sky130hd
export DESIGN_NAME = cmu
export DESIGN_NICKNAME = cmu
export VERILOG_FILES = /design/flow/design.v
export SDC_FILE = /design/flow/constraint.sdc
export NUM_CORES = 4
export LEC_CHECK = 1
export CORE_UTILIZATION = 40
export SYNTH_MEMORY_MAX_BITS = 65536
### flow/constraint.sdc
current_design cmu

set clk_period 31.5
set clk_io_pct 0.2

create_clock -name clk0 -period $clk_period [get_ports {clk}]

set non_clock_inputs [all_inputs -no_clocks]
set_input_delay [expr $clk_period * $clk_io_pct] -clock clk0 $non_clock_inputs
set_output_delay [expr $clk_period * $clk_io_pct] -clock clk0 [all_outputs]
==> results.cfg <==
; implementation run metrics
[outcome]
status = finished, violations left
violations = capacitance limit, slew limit

[floorplanning]
fp.coreArea_um2 = 995000
die-height_mm = 1.00
rows = 366
ios = 206
chipArea_um2 = 1000000
die_w_mm = 1.00
fp_util = 0.402

[synth]
synthCells = 18712
ys_area_um2 = 400000
synth_top_area_share = 0.733
top_area_cell = edfxtp_1
ys_cells = 18712
avgSynthCellArea_um2 = 21.4
edf_count = 9760
synth-seq-cells = 9994
synth.distinct_cells = 101
syn-cell-area_um2 = 400000
ys.flop_type = edfxtp_1
area_leaders = edfxtp_1 (73%), mux4_2 (18%), mux2i_1 (1.9%), nor2_1 (0.95%), dfxtp_1 (0.64%)
synthArstFlopShare = 0
yosys_warnings = 2

[timing]
unclocked_pins = 107
whs_ns = 0.445
hold_viol_final = 0
finClkSkew_ns = 0.259
tns_ns = 0
tightest_slew_ns = 1.67
rsz0062_at_grt = no
setup_viol = 0
maxSlewViolCount = 4
slew_headroom = -0.114
untimed_endpoints = 1612
fin_ws_ns = 7.48

[placement]
place_area_um2 = 426000
port_buffers = 203
gp_congestion = 1.05
place_worst_setup_slack_ns = 8.62
hpwl_mm = 910

[power_and_ir_drop]
p_per_area_nw_per_um2 = 64.2
p_leak_nw = 199
ir_drop_v = 0.0000648

[clock_network]
clk_root_buffer_cell = clkbuf_16
cts_tree = yes
cts_hold_buf = 0
clk_pin_slew_ns = 0.03
cts_buffers = 1137
h-tree-depth = 7
cts_resized = 0
max-clock-path-buffers = 5
cts_setup_buffers = 0
clk_latency_ns = 1.14

[drt]
drt_first_iter_violations = 17460
first_pass_iters = 8
routedWlPerCell_um = 33.3
drc = 0
via_count = 244374
viasPerCell = 5.51
wirelength_mm = 1480
ant_nets = 0

[global_route]
grt_usage = 0.325
grt_pass1_wl_mm = 2000
grt_max_degree = 100
overflow = 0
antenna_found_initial = 148
grt_pass1_vias = 276497

[worst_setup_path]
crit_type = reg2out
path_cells = clkdlybuf4s50_1
cp-start-kind = register
critPathSlowestCell = clkdlybuf4s50_1
slowest_delay_ns = 0.48
worst-path-max-fanout = 2
critPathArrivalTime_ns = 17.72
path_buffers = 1
path_delay_family = buffers and inverters
cp.required_ns = 25.20
cp-end-kind = output port

[hold_path]
worstHoldPathType = reg2reg

[job]
maxCapViolCount = 1
warnings = 1033

[final_layout]
area_growth_pct = 25.2
layout-drive-gt1-share = 0.216
final_area_um2 = 501000
fill_cells = 78239
-- logic make-up after synthesis --
group,after synthesis,share of synthesized area
compound gates,1530,0.0247
xor+xnor,46,0.00101
fa+ha+maj,9,0.000275
buf+inv,1260,0.0142
flops,9887,0.739
latches,107,0.00403
mux,3923,0.196
other cells,1,0.00000938
simple gates,1949,0.0204
-- area by class of cell --
type                       instances  area [um2]  share of cell area
inverter                          28         133            0.000265
multi-input combinational       7459      100000               0.200
antenna                          309         773             0.00154
clock buffer                    1168       29200              0.0584
sequential                      9994      297000               0.594
timing repair buffer            1457       11600              0.0232
clock inverter                 10667       44600              0.0891
tap                            13248       16600              0.0331
-- flip-flops by register name, indices dropped and copies added (netlist names) --
name	count
CACHE.inner_data	8192
word_count	2
mem_we_o	1
next_state	3
next_word_count	2
mem_addr_o	30
state	3
mem_cs_o	1
cache_load	1
CACHE.dirty	1
cache_edit	1
CACHE.inner_valid	64
CACHE.dout	32
cache_addr	32
cache_u_b_h_w	3
cache_din	32
CACHE.inner_recent	32
CACHE.hit	1
CACHE.tag	23
cache_store	1
CACHE.valid	1
CACHE.inner_dirty	64
CACHE.inner_tag	1472
-- worst reg2reg max path, delay by kind of cell (launching register included) --
kind | cells | cell delay, ns
flops | 1 | 0.35
simple gates | 3 | 0.84
compound gates | 7 | 2.56
xor+xnor | 1 | 0.24
buf+inv | 9 | 3.95
mux | 4 | 2.40
-- final timing paths --
| kind | slack (ns) | to | cells after the start | from |
|---|---|---|---|---|
| worst min-delay path | 0.44 | CACHE.inner_recent[24] | 2 | CACHE.inner_recent[24] |
| worst max-delay path | 7.48 | data_r[10] | 1 | CACHE.dout[10] |
| worst min register to register | 0.44 | CACHE.inner_recent[24] | 2 | CACHE.inner_recent[24] |
| worst max register to register | 20.62 | CACHE.inner_data[166][14] | 24 | CACHE.inner_tag[3][18] |
-- metrics by stage --
stage | instances | power, mW | util
floorplan | 18713 | 16.4 | -
global placement | 32186 | 16.4 | 0.428
finish | 44330 | 32.1 | 0.503
global route | 44228 | 34.1 | 0.503
CTS | 44020 | 32.6 | 0.502
detailed placement | 32186 | 16.4 | 0.428
-- layout by cell type, fill, tap and decap left out, types with 31 or more instances in the layout --
cell | synthesis | routed
inv_1 | 25 | 10188
edfxtp_1 | 9760 | 9760
mux4_2 | 3122 | 3122
buf_4 | 139 | 1239
clkbuf_16 | 0 | 1168
mux2i_1 | 752 | 742
nor2_1 | 1011 | 661
nand2_1 | 588 | 549
a21oi_1 | 496 | 493
diode_2 | 0 | 309
nor2_4 | 0 | 275
clkinvlp_2 | 0 | 249
o22ai_1 | 223 | 222
clkdlybuf4s50_1 | 0 | 203
a22oi_1 | 175 | 175
bufinv_16 | 0 | 130
dfxtp_1 | 127 | 127
o21ai_0 | 140 | 120
a31oi_1 | 87 | 82
nor2_2 | 2 | 77
dlxtn_1 | 107 | 75
nand3_1 | 74 | 69
o31ai_1 | 58 | 58
or3_1 | 57 | 56
a22o_1 | 67 | 47
inv_4 | 0 | 45
a221oi_1 | 47 | 43
mux2_2 | 49 | 41
nor3_1 | 43 | 41
o211ai_1 | 36 | 36
and3_1 | 32 | 31
-- power by group --
| part | switching, mW | internal [mW] |
|---|---|---|
| Sequential | 0.000214 | 14.4 |
| Combinational | 0.00752 | 0.0141 |
| Clock | 8.32 | 9.45 |
-- cell usage after synthesis, types with 7 or more instances --
master        n
a311oi_1      7
a32oi_1       8
ha_1          8
nand2b_1     11
nand2_1     588
mux2i_1     752
edfxtp_1   9760
o22a_1       10
o311ai_0     20
nand4_1      29
buf_2       207
and3_1       32
a22o_1       67
clkbuf_1    655
o221ai_1     20
buf_1       206
buf_6        21
dfxtp_1     127
or3_1        57
o21a_1       18
a22oi_1     175
xnor2_1      28
xor2_1       18
a211oi_1     32
mux4_2     3122
o22ai_1     223
and2_1       22
o21ai_0     140
o211ai_1     36
mux2_2       49
or4_1         9
a2111oi_0    10
nor3_1       43
o31ai_1      58
a31oi_1      87
dlxtn_1     107
nor2_1     1011
inv_1        25
a221o_1       8
buf_4       139
a221oi_1     47
nand3_1      74
a21oi_1     496
nor2b_1      22
nor4_1       15
-- routing by layer --
metal	track usage	wire, um
met5	0.114	12700
met4	0.216	108000
met3	0.327	315000
met2	0.424	655000
met1	0.289	386000
No activity file was given, so power comes from the tool's default toggle rates.
